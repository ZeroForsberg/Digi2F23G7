$ cat flow/design.v
module SevenSegDec(
  input  [3:0] io_in,
  output [6:0] io_out
);
  wire [6:0] _GEN_0 = 4'hf == io_in ? 7'h71 : 7'h0;  
  wire [6:0] _GEN_1 = 4'he == io_in ? 7'h79 : _GEN_0;  
  wire [6:0] _GEN_2 = 4'hd == io_in ? 7'h5e : _GEN_1;  
  wire [6:0] _GEN_3 = 4'hc == io_in ? 7'h39 : _GEN_2;  
  wire [6:0] _GEN_4 = 4'hb == io_in ? 7'h7c : _GEN_3;  
  wire [6:0] _GEN_5 = 4'ha == io_in ? 7'h77 : _GEN_4;  
  wire [6:0] _GEN_6 = 4'h9 == io_in ? 7'h6f : _GEN_5;  
  wire [6:0] _GEN_7 = 4'h8 == io_in ? 7'h7f : _GEN_6;  
  wire [6:0] _GEN_8 = 4'h7 == io_in ? 7'h7 : _GEN_7;  
  wire [6:0] _GEN_9 = 4'h6 == io_in ? 7'h7d : _GEN_8;  
  wire [6:0] _GEN_10 = 4'h5 == io_in ? 7'h6d : _GEN_9;  
  wire [6:0] _GEN_11 = 4'h4 == io_in ? 7'h66 : _GEN_10;  
  wire [6:0] _GEN_12 = 4'h3 == io_in ? 7'h4f : _GEN_11;  
  wire [6:0] _GEN_13 = 4'h2 == io_in ? 7'h5b : _GEN_12;  
  wire [6:0] _GEN_14 = 4'h1 == io_in ? 7'h6 : _GEN_13;  
  assign io_out = 4'h0 == io_in ? 7'h3f : _GEN_14;  
endmodule
module DisplayMultiplexer(
  input        clock,
  input        reset,
  input  [7:0] io_sum,
  input  [7:0] io_price,
  output [6:0] io_seg,
  output [3:0] io_an
);
  wire [3:0] sevenSegDec_io_in;  
  wire [6:0] sevenSegDec_io_out;  
  reg [16:0] tickCounterReg;  
  reg [1:0] next;  
  wire [16:0] _tickCounterReg_T_1 = tickCounterReg + 17'h1;  
  wire [1:0] _next_T_1 = next + 2'h1;  
  wire [3:0] _GEN_3 = 2'h3 == next ? io_price[3:0] : 4'h0;  
  wire [3:0] _GEN_4 = 2'h2 == next ? 4'h2 : 4'h1;  
  wire [3:0] _GEN_5 = 2'h2 == next ? io_price[7:4] : _GEN_3;  
  wire [3:0] _GEN_6 = 2'h1 == next ? 4'h4 : _GEN_4;  
  wire [3:0] _GEN_7 = 2'h1 == next ? io_sum[3:0] : _GEN_5;  
  wire [3:0] select = 2'h0 == next ? 4'h8 : _GEN_6;  
  wire [6:0] sevSeg = sevenSegDec_io_out;  
  SevenSegDec sevenSegDec (  
    .io_in(sevenSegDec_io_in),
    .io_out(sevenSegDec_io_out)
  );
  assign io_seg = ~sevSeg;  
  assign io_an = ~select;  
  assign sevenSegDec_io_in = 2'h0 == next ? io_sum[7:4] : _GEN_7;  
  always @(posedge clock) begin
    if (reset) begin  
      tickCounterReg <= 17'h0;  
    end else if (tickCounterReg == 17'h1869f) begin  
      tickCounterReg <= 17'h0;  
    end else begin
      tickCounterReg <= _tickCounterReg_T_1;  
    end
    if (reset) begin  
      next <= 2'h0;  
    end else if (tickCounterReg == 17'h1869f) begin  
      next <= _next_T_1;  
    end
  end
endmodule
module Display(
  input         clock,
  input         reset,
  input  [15:0] io_sw,
  output [6:0]  io_seg,
  output [3:0]  io_an
);
  wire  dispMux_clock;  
  wire  dispMux_reset;  
  wire [7:0] dispMux_io_sum;  
  wire [7:0] dispMux_io_price;  
  wire [6:0] dispMux_io_seg;  
  wire [3:0] dispMux_io_an;  
  DisplayMultiplexer dispMux (  
    .clock(dispMux_clock),
    .reset(dispMux_reset),
    .io_sum(dispMux_io_sum),
    .io_price(dispMux_io_price),
    .io_seg(dispMux_io_seg),
    .io_an(dispMux_io_an)
  );
  assign io_seg = dispMux_io_seg;  
  assign io_an = dispMux_io_an;  
  assign dispMux_clock = clock;
  assign dispMux_reset = reset;
  assign dispMux_io_sum = io_sw[15:8];  
  assign dispMux_io_price = io_sw[7:0];  
endmodule
$ cat flow/run.sh
#!/bin/bash
# OpenROAD 26Q1-2900-gdf79404cd8, Yosys 0.63+post, stock flow scripts
make -C /OpenROAD-flow-scripts/flow DESIGN_CONFIG=/design/flow/config.mk WORK_HOME=/design/flow/orfs finish
$ cat flow/config.mk
export PLATFORM = sky130hd
export DESIGN_NAME = Display
export DESIGN_NICKNAME = Display
export VERILOG_FILES = /design/flow/design.v
export SDC_FILE = /design/flow/constraint.sdc
export NUM_CORES = 4
export LEC_CHECK = 1
export CORE_AREA = 10 10 110 110
export DIE_AREA = 0 0 120 120
$ cat flow/constraint.sdc
current_design Display

set clk_period 2.6
set clk_io_pct 0.2

create_clock -name clk0 -period $clk_period [get_ports {clock}]

set non_clock_inputs [all_inputs -no_clocks]
set_input_delay [expr $clk_period * $clk_io_pct] -clock clk0 $non_clock_inputs
set_output_delay [expr $clk_period * $clk_io_pct] -clock clk0 [all_outputs]
==> results.ini <==
[placement]
dpl_cell_area_mm2 = 0.00177
dp_hpwl_mm = 2.41
place.gp.congestion = 0.887
placed_cells = 326
port_buffers = 28

[die]
die_y_um = 120
fp_util = 0.126
rows = 36
die-area_mm2 = 0.0144
boundaryPins = 29
core_mm2 = 0.00977
fp.dieW_um = 120

[drt]
num_antenna_cells = 0
drtIter0Drc = 105
drc_errors = 0
vias_per_cell = 3.72
first_pass_iters = 4
antenna_left = 0
num_vias = 1269
wl_per_cell_um = 9.77
routed_wl_mm = 3.33

[cts]
clk_pin_slew_ps = 70
htreeDepth = 1
root_buffer = clkbuf_8
cts.sinks = 19
insertion_delay_ps = 250
cts_made_buffers = 3
clock_path_buffers = 2
cts_tree = built

[sta]
period_needed_ps = 2660
finalClockPeriodUsage = 1.02
fin_hold_ws_ps = 470
slew_viol_final = 0
hold_viol = 0
skew_ps = 0.678
finalWorstSetupSlack_ps = -62.4
max_slew_margin = 0.666
rsz0062_at_grt = true
setup_viol = 2
worst_pin_slew_ps = 501
fmax_mhz = 376

[critical_path]
crit_chain = inv_4 -> ha_4 -> and3b_2 -> o221ai_4 -> buf_6 -> or4_4 -> o311ai_2 -> buf_2
rrSetupSlack_ps = 590
worstPathRequired_ps = 2080
r2r_start = dispMux.tickCounterReg[0]
start_kind = register
slowest_delay_ps = 500
r2r-end = dispMux.tickCounterReg[13]
reg2regPathDepth = 6
path_max_fanout = 4
path_class = reg -> out
cp-end-kind = primary output
crit_path_start = dispMux.next[0]
slowest_stage = or4_4
arrival_ps = 2140

[logic_synthesis]
yosysTopAreaCellShare = 0.310
ys.flop_type = dfxtp_1
synth.cell_area_mm2 = 0.00123
yosysMostFrequentCell = nor2_1
yosys_warnings = 1
synth-area-yosys_mm2 = 0.00123
top_cells_by_area = dfxtp_1, xor2_1, nor2_1
synthArstFlopShare = 0
ys_cells = 154
avgSynthCellArea_um2 = 7.97
ys_types = 42
numSynthFlops = 19
synthTopCellsByCount = nor2_1, dfxtp_1, nand3_1
synth_area_leader_cell = dfxtp_1
edf_count = 0
netlist_instances = 154
ys_seq_share = 0.310

[global_route]
grt_max_degree = 16
use_met2 = 0.0619
grtUsageMet1 = 0.0629
grtUsageMet3 = 0.0114
grt.overflow.total = 0
antenna_found_initial = 0
grt_pass1_wl_mm = 5.35
grt_busiest_layer = met1
grt_pass1_vias = 1105
grt_util_all_layers = 0.0426

[pwr]
max-vdd-ir-drop_mv = 0.140
power_density_mw_per_mm2 = 294
finalPower_uw = 605
p_leak_nw = 0.763

[flow_run]
drv_cap = 0
tool_warnings = 32

[cells_and_area]
layoutNonFillerInstCount = 341
area_growth_pct = 67.5
drive_above_1_share = 0.317
fin_area_mm2 = 0.00206
fin_util = 0.210

[run_status]
violations = negative setup slack
outcome = finished, violations left

[min_path]
worst_hold_path_type = reg -> reg
hold_start = dispMux.tickCounterReg[0]
hold_end = dispMux.tickCounterReg[0]
hold_path_depth = 1

cell usage in the layout, fill, tap and decap left out, types with 3 or more instances in the layout:
cell type	netlist	layout
and3_1	5	4
buf_2	4	5
buf_4	1	20
buf_6	1	8
clkbuf_8	0	3
clkdlybuf4s50_1	0	18
dfxtp_1	19	17
dlygate4sd2_1	0	3
ha_1	7	3
ha_4	0	4
inv_1	6	4
inv_4	0	3
nand2_1	11	10
nand3_1	14	14
nand4_1	10	10
nor2_1	24	22
o21ai_1	2	3
xnor2_1	3	3
xor2_1	13	13
worst max-delay path by stage:
| stage | end | slack, ps |
|---|---|---|
| 4_1_cts | io_seg[2] | -90 |
| 5_1_grt | io_seg[0] | -160 |
| 6_report | io_seg[0] | -60 |
what timing repair did:
item | CTS | global route
pin swaps | 16 | 11
setup endpoints to repair | 7 | 7
buffers inserted | 9 | 3
endpoints found under the hold margin | 0 | 0
resized | 55 | 14
hold buffers | 0 | 0
cells by family after synthesis:
| family | synth area share |
|---|---|
| and+or+nand+nor | 0.325 |
| adders and majority gates | 0.0795 |
| xor gates and xnor gates | 0.114 |
| buffers and inverters | 0.0561 |
| DFF | 0.310 |
| muxes | 0.00816 |
| AOI/OAI and AO/OA | 0.107 |
stage by stage:
step	worst slack, ps	setup TNS (ps)
3_3_place_gp	-400	-2370
2_1_floorplan	245	0
3_5_place_dp	-427	-2430
5_1_grt	-159	-535
4_1_cts	-88.1	-139
6_report	-62.4	-70.9
report_power, final:
| group | internal [mW] | leakage [nW] | switching [mW] |
|---|---|---|---|
| Sequential | 0.293 | 0.155 | 0.00359 |
| Combinational | 0.0671 | 0.585 | 0.0437 |
| Clock | 0.109 | 0.0228 | 0.0894 |
| Total | 0.469 | 0.763 | 0.137 |
worst max-delay path: cells and delay by family (launching register included):
family                   cells  cell delay [ps]
AND/OR/NAND/NOR              2              750
flip-flops                   1              390
buffers and inverters        3              350
AND-OR/OR-AND                2              240
adder cells (fa/ha/maj)      1              160
registers in the layout, indices dropped and copies added (netlist names):
register / cells
dispMux.tickCounterReg: 17
dispMux.next: 2
area by class of cell:
cell class / count / area [um2]
fill: 1054 / 7720
multi-input combinational: 121 / 921
timing repair buffer: 57 / 502
sequential: 19 / 388
tap: 133 / 166
clock buffer: 4 / 45.0
inverter: 7 / 33.8
layer usage:
layer,vias up,part of all wire
li1,650,-
met1,576,0.52
met2,41,0.41
met5,-,0
met4,0,0.0093
met3,2,0.064
Power and IR drop assume default switching activity.
